==> design.v <==
module MAC_Element #(
    parameter DW = 16
)
(
    input clk,
    input rst,   
    input start,
    input signed [DW-1:0] x_i,
    input signed [DW-1:0] w_i,
    input signed [2*DW-1:0] acc_in,
    output reg signed [2*DW-1:0] acc_out,
    output reg done
);
    (* altera_attribute = "-name MULT_STYLE DSP" *)
    wire signed [2*DW-1:0] product;
    assign product = x_i * w_i;
    reg rst_prev;
    always @(negedge clk) begin
        rst_prev <= rst;   
        if (rst_prev & ~rst) begin
            acc_out <= 0;
            done <= 0;
        end
        else if (start) begin
            acc_out <= acc_in + product;
            done <= 1;
        end
        else begin
            done <= 0;
        end
    end
endmodule
module ROW_Element #(
    parameter DW = 16
)(
    input clk,
    input rst,
    input start,
    input signed [DW-1:0] x0,
    input signed [DW-1:0] x1,
    input signed [DW-1:0] x2,
    input signed [DW-1:0] w0,
    input signed [DW-1:0] w1,
    input signed [DW-1:0] w2,
    input signed [2*DW-1:0] acc_in,
    output signed [2*DW-1:0] acc0_out,
    output signed [2*DW-1:0] acc1_out,
    output signed [2*DW-1:0] acc2_out,
    output done
);
    wire done0, done1, done2;
    MAC_Element #(.DW(DW)) mac0 (
        .clk(clk),
        .rst(rst),
        .start(start),
        .x_i(x0),
        .w_i(w0),
        .acc_in(acc_in),
        .acc_out(acc0_out),
        .done(done0)
    );
    MAC_Element #(.DW(DW)) mac1 (
        .clk(clk),
        .rst(rst),
        .start(start),
        .x_i(x1),
        .w_i(w1),
        .acc_in(acc_in),
        .acc_out(acc1_out),
        .done(done1)
    );
    MAC_Element #(.DW(DW)) mac2 (
        .clk(clk),
        .rst(rst),
        .start(start),
        .x_i(x2),
        .w_i(w2),
        .acc_in(acc_in),
        .acc_out(acc2_out),
        .done(done2)
    );
    assign done = done0 & done1 & done2;
endmodule
module controller #(
    parameter DW = 16
)(
    input clk,
    input rst,
    input start,
    input signed [DW-1:0] x0,
    input signed [DW-1:0] x1,
    input signed [DW-1:0] x2,
    input signed [DW-1:0] w00, input signed [DW-1:0] w01, input signed [DW-1:0] w02,
    input signed [DW-1:0] w10, input signed [DW-1:0] w11, input signed [DW-1:0] w12,
    input signed [DW-1:0] w20, input signed [DW-1:0] w21, input signed [DW-1:0] w22,
    input signed [2*DW-1:0] b0,
    input signed [2*DW-1:0] b1,
    input signed [2*DW-1:0] b2,
    output signed [2*DW-1:0] y0,
    output signed [2*DW-1:0] y1,
    output signed [2*DW-1:0] y2,
    output done
);
    wire signed [2*DW-1:0] r0_0, r0_1, r0_2;
    wire signed [2*DW-1:0] r1_0, r1_1, r1_2;
    wire signed [2*DW-1:0] r2_0, r2_1, r2_2;
    wire done0, done1, done2;
    ROW_Element #(.DW(DW)) row0 (
        .clk(clk),
        .rst(rst),
        .start(start),
        .x0(x0), .x1(x1), .x2(x2),
        .w0(w00), .w1(w01), .w2(w02),
        .acc_in(0),
        .acc0_out(r0_0), .acc1_out(r0_1), .acc2_out(r0_2),
        .done(done0)
    );
    ROW_Element #(.DW(DW)) row1 (
        .clk(clk),
        .rst(rst),
        .start(start),
        .x0(x0), .x1(x1), .x2(x2),
        .w0(w10), .w1(w11), .w2(w12),
        .acc_in(0),
        .acc0_out(r1_0), .acc1_out(r1_1), .acc2_out(r1_2),
        .done(done1)
    );
    ROW_Element #(.DW(DW)) row2 (
        .clk(clk),
        .rst(rst),
        .start(start),
        .x0(x0), .x1(x1), .x2(x2),
        .w0(w20), .w1(w21), .w2(w22),
        .acc_in(0),
        .acc0_out(r2_0), .acc1_out(r2_1), .acc2_out(r2_2),
        .done(done2)
    );
    wire signed [2*DW-1:0] dot0 = r0_0 + r0_1 + r0_2 + b0;
    wire signed [2*DW-1:0] dot1 = r1_0 + r1_1 + r1_2 + b1;
    wire signed [2*DW-1:0] dot2 = r2_0 + r2_1 + r2_2 + b2;
    assign y0 = (dot0 > 0) ? dot0 : 0;
    assign y1 = (dot1 > 0) ? dot1 : 0;
    assign y2 = (dot2 > 0) ? dot2 : 0;
    assign done = done0 & done1 & done2;
endmodule
==> run.sh <==
#!/bin/bash
# OpenROAD 26Q1-2900-gdf79404cd8, Yosys 0.63+post, stock flow scripts
make -C /OpenROAD-flow-scripts/flow DESIGN_CONFIG=/design/flow/config.mk WORK_HOME=/design/flow/orfs finish
==> config.mk <==
export PLATFORM = sky130hd
export DESIGN_NAME = controller
export DESIGN_NICKNAME = controller
export VERILOG_FILES = /design/flow/design.v
export SDC_FILE = /design/flow/constraint.sdc
export NUM_CORES = 4
export LEC_CHECK = 1
export CORE_UTILIZATION = 50
==> constraint.sdc <==
current_design controller

set clk_period 21.6
set clk_io_pct 0.2

create_clock -name clk0 -period $clk_period [get_ports {clk}]

set non_clock_inputs [all_inputs -no_clocks]
set_input_delay [expr $clk_period * $clk_io_pct] -clock clk0 $non_clock_inputs
set_output_delay [expr $clk_period * $clk_io_pct] -clock clk0 [all_outputs]
==> results.cfg <==
; yosys + openroad results
[run_status]
status = completed

[final_timing]
totalNegativeSetupSlack_ns = 0
fin_worst_skew_ns = 0.0201
timing.hold.ws_ns = 0.475
finalHoldViolations = 0
finalSetupViolCount = 0
slew_headroom_pct = 35.7
worst_pin_slew_ns = 0.957
rsz0062_at_grt = no
slew_violations = 0

[floorplan]
die_y_um = 463
die-area_um2 = 215000
fp_util_pct = 50.2
core.rowCount = 169
die_w_um = 463
io_pins = 388
design.core.area_um2 = 212000

[clocking]
cts_sinks = 290
cts_tree = done
numCtsBuffers = 41
clockRootBuffer = clkbuf_16
clkTransAtPathRegs_ns = 0.03
ctsLongestPathBuffers = 3
ctsHoldBuffers = 0
post_cts_buffers = 0
clk_latency_ns = 0.66
htreeDepth = 2
cts_resized = 0

[routing]
drt_pass1_iterations = 6
drcViolationCount = 0
viasPerCell = 5.10
num_vias = 78500
antenna_left = 0
wl_per_cell_um = 19.7
wirelength_um = 303000
drt_iter0_drc = 3239

[global_route]
grt_pass1_wl_um = 488000
grt_max_degree = 122
antenna_found_initial = 44
grtUsageTotal_pct = 32.0
grt_pass1_vias = 86600
grt-ovfl-total = 0

[worst_setup_path]
crit_family = adder cells
cp.required_ns = 17.28
path_cells = fa_1, fa_1, ha_1, inv_1, fa_1, nor2b_1, o31a_1, o311a_1, o211ai_1, buf_4, a21oi_1, o221ai_2, a21oi_1, a21oi_1, xnor2_2, buf_4, nor3_1, buf_4, clkdlybuf4s50_1
critPathMaxStageDelay_ns = 0.66
cp_num_buf_inv = 5
endpoint_kind = primary output
critPathMaxFanout = 12
r2r_setup_slack_ns = 19.19
cp_num_cells = 19
cp-start-kind = flop
path_class = reg -> out
worstPathArrival_ns = 17.07
reg2reg_depth = 4
worst_path_max_delay_cell = fa_1

[synthesis]
async_reset_ff_share_pct = 0
ys_area_um2 = 106000
yosysUniqueCellTypes = 90
ys_seq_share_pct = 5.45
synth-main-ff-cell = dfxtp_1
avgSynthCellArea_um2 = 9.15
top_cell = inv_1
yosysTopAreaCellShare_pct = 47.8
ys_top_cells_by_area = fa_1 48%, ha_1 9.8%, inv_1 9.4%, and2_1 6.6%, dfxtp_1 5.5%
yosys_cells = 11600
yosys-top-cells-count = 2,661 x inv_1, 2,544 x fa_1, 1,222 x nand2_1
yosysTopAreaCell = fa_1
synth_cells = 11600
edf_count = 0
ys_ff = 290
yosys_warnings = 1
netlist_area_um2 = 106000

[worst_hold_path]
hold_path_depth = 2
hp-class = reg -> reg

[run]
tool_warnings = 319
drv_cap = 0

[final_layout]
final_cells = 15400
area_delta_synth_final_pct = 12.9
drive_above_1_share_pct = 6.55
final_util_pct = 56.7

[placed_design]
placed_cells_incl_taps = 15000
hpwl_um = 260000
io_buffers = 384
gp_congestion = 0.982
[layout by cell type (no fill, tap or decap), drive strengths merged, types with 17 or more instances in the layout]
master / count
a31oi: 27
o31ai: 17
nor3: 69
xnor2: 274
inv: 2965
o21bai: 47
nor2b: 30
clkbuf: 41
fa: 2544
mux2i: 172
a21o: 128
a21oi: 295
o21ai: 206
nor2: 565
diode: 24
clkdlybuf4s50: 337
dfxtp: 290
or3: 19
nand4: 22
o21a: 42
nand2b: 87
xor2: 107
and3: 27
a211oi: 56
buf: 704
ha: 831
nand2: 1222
and2: 1121
nand3: 75
[final cells by class]
class / instances / area [um2]
timing repair buffer: 1041 / 9480
antenna: 24 / 60.1
clock buffer: 41 / 1030
inverter: 2661 / 9990
tap: 2821 / 3530
multi-input combinational: 8202 / 88800
clock inverter: 321 / 1420
fill: 18400 / 91700
sequential: 290 / 5810
[flip-flops by register name (all words and copies together) (netlist names)]
register,flops
row2.mac0.acc_out,32
row2.mac1.rst_prev,1
row1.mac1.done,1
row2.mac2.acc_out,32
row0.mac0.acc_out,32
row1.mac1.acc_out,32
row2.mac1.acc_out,32
row1.mac2.acc_out,32
row0.mac2.acc_out,32
row1.mac0.acc_out,32
row0.mac1.acc_out,32
[worst register-to-register path: cells and delay by family (launching register included)]
kind            cells  cell delay (ns)
buf+inv             2             0.86
flops               1             0.33
simple gates        1             0.73
compound gates      1             0.34
[path summary, 6_finish.rpt]
check	start	endpoint
worst max-delay path	row1.mac2.acc_out[1]$_SDFFE_NP0P_	y1[29]
worst min-delay path	row1.mac0.acc_out[0]$_SDFFE_NP0P_	row1.mac0.acc_out[0]$_SDFFE_NP0P_
worst max register to register	row2.mac1.rst_prev$_DFF_N_	row0.mac1.acc_out[27]$_SDFFE_NP0P_
worst min register to register	row1.mac0.acc_out[0]$_SDFFE_NP0P_	row1.mac0.acc_out[0]$_SDFFE_NP0P_
[cell families after synthesis]
| logic type | share of synthesized area (%) |
|---|---|
| AOI/OAI and AO/OA | 6.03 |
| DFF | 5.45 |
| other | 0.00352 |
| buffers and inverters | 11.1 |
| muxes | 1.63 |
| adders and majority gates | 57.6 |
| and+or+nand+nor | 15.0 |
| xor gates and xnor gates | 3.13 |
[stage by stage]
stage	setup slack (ns)	instance area, um2
3_3_place_gp	-0.176	118000
5_1_grt	0.00265	120000
6_report	0.213	120000
4_1_cts	0.0445	120000
3_5_place_dp	-0.163	118000
2_1_floorplan	0.387	106000
[routing by layer]
metal | share of wire, % | up-vias | GRT usage (%)
met1 | 39 | 39200 | 44.0
met3 | 11 | 415 | 14.2
met2 | 47 | 2427 | 48.0
met4 | 3.7 | 36 | 9.55
li1 | - | 36400 | -
met5 | 0.080 | - | 0.290
